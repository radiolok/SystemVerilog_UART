**config.mk**
```make
export PLATFORM = sky130hd
export DESIGN_NAME = uart_rx
export DESIGN_NICKNAME = uart_rx
export VERILOG_FILES = /design/flow/design.v
export SDC_FILE = /design/flow/constraint.sdc
export NUM_CORES = 4
export LEC_CHECK = 1
export CORE_AREA = 10 10 101 101
export DIE_AREA = 0 0 111 111
export SYNTH_HDL_FRONTEND = slang
```
**constraint.sdc**
```tcl
current_design uart_rx

set clk_period 3.3
set clk_io_pct 0.2

create_clock -name clk0 -period $clk_period [get_ports {clk}]

set non_clock_inputs [all_inputs -no_clocks]
set_input_delay [expr $clk_period * $clk_io_pct] -clock clk0 $non_clock_inputs
set_output_delay [expr $clk_period * $clk_io_pct] -clock clk0 [all_outputs]
```
**design.v**
```verilog
module uart_rx#(
	parameter DATA_WIDTH   = 8        ,
	parameter PARITY_CHECK = "NONE"   ,
	parameter CLK_FREQ     = 50000000 ,
	parameter BAUD_RATE    = 9600
)(
     input                                 clk     ,
     input                                 rst     ,
     input                                 rx      ,
     input                                 i_rdy   ,
    output    reg                          o_vld   ,
    output    reg                          pc_pass ,  
    output    reg    [DATA_WIDTH-1 : 0]    o_data
) ;
initial begin
	assert(PARITY_CHECK == "NONE" || PARITY_CHECK == "ODD" || PARITY_CHECK == "EVEN") else
	$fatal(1,"Input error in parity check method");
	assert(CLK_FREQ/BAUD_RATE >= 16) else
	$fatal(1,"the CLK_FREQ must be 16 times larger than BAUD_RATE");
	assert(DATA_WIDTH >= 2)	else 
	$fatal(1,"The bit width of the data must be reasonable.");
	assert(DATA_WIDTH <= 8)	else
	$warning("The bit width of the data seems too long.");
end
reg     [3 : 0]    rx_buffer = '1     ;
wire               sample             ;
reg                pc_sample_time     ;  
reg                non_pc_sample_time ;  
reg    [$clog2(CLK_FREQ/BAUD_RATE)-1 : 0]    signal_bit_cnter = CLK_FREQ/BAUD_RATE - 1 ;
reg    [$clog2(DATA_WIDTH+2)-1     : 0]    non_pc_data_cnter  ;
reg    [$clog2(DATA_WIDTH+3)-1     : 0]    pc_data_cnter      ;
reg                        rx_fsm  ;  
reg    [DATA_WIDTH : 0]    rx_data ;
always_ff @(posedge clk) 
	rx_buffer <= rst ? '1 : { rx_buffer[2:0] , rx } ;
assign sample = (rx_buffer[0] + rx_buffer[1] + rx_buffer[2] + rx_buffer[3]) > 2;
always_ff @(posedge clk) begin
	if (rst) begin
		pc_sample_time <= '0;
		non_pc_sample_time <= '0;
	end else begin
		pc_sample_time <= (pc_data_cnter == DATA_WIDTH+2 && signal_bit_cnter == (CLK_FREQ/BAUD_RATE-1)>>1); 
		non_pc_sample_time <= (non_pc_data_cnter == DATA_WIDTH+1 && signal_bit_cnter  == (CLK_FREQ/BAUD_RATE-1)>>1);
	end
end
always_ff @(posedge clk) begin
	if (rst) 
		rx_fsm <= 0 ;
	else if ( rx_fsm == 0 ) 
		rx_fsm <= !(|(signal_bit_cnter>>2)) ;
	else if ( rx_fsm == 1 )
		case (PARITY_CHECK)
			"NONE"  : rx_fsm <= !non_pc_sample_time ;
			default : rx_fsm <= !pc_sample_time ;
		endcase
end 
always_ff @(posedge clk) begin
	if (rst)
		signal_bit_cnter <= CLK_FREQ/BAUD_RATE - 1 ;
	else if (!rx_fsm) 
		signal_bit_cnter <= rx_buffer[0] ? CLK_FREQ/BAUD_RATE - 1 : signal_bit_cnter - 1;
	else if (rx_fsm) 
		signal_bit_cnter <= signal_bit_cnter == 0 ? CLK_FREQ/BAUD_RATE - 1 : signal_bit_cnter - 1 ;
	if (rst) begin
		non_pc_data_cnter <= '0;
		pc_data_cnter <= '0;
	end else if (rx_fsm) begin
		non_pc_data_cnter <= signal_bit_cnter == 0 ? non_pc_data_cnter + 1 : non_pc_data_cnter;
		pc_data_cnter <= signal_bit_cnter == 0 ? pc_data_cnter + 1 : pc_data_cnter;
	end else if (!rx_fsm) begin
		non_pc_data_cnter <= '0;
		pc_data_cnter <= '0;
	end
end
always_ff @(posedge clk)
	case (PARITY_CHECK)
		"NONE": 
			if (rx_fsm && (|non_pc_data_cnter) && non_pc_data_cnter != DATA_WIDTH+1)
				rx_data <= signal_bit_cnter == (CLK_FREQ/BAUD_RATE-1)>>1 ? {sample,rx_data[DATA_WIDTH-1:1]} : rx_data;
		default:
			if (rx_fsm && (|pc_data_cnter) && pc_data_cnter != DATA_WIDTH+2)
				rx_data <= signal_bit_cnter == (CLK_FREQ/BAUD_RATE-1)>>1 ? {sample,rx_data[DATA_WIDTH:1]} : rx_data;
	endcase
always_ff @(posedge clk) begin
	case (PARITY_CHECK)
		"NONE": begin 
			o_data <= non_pc_sample_time ? rx_data[DATA_WIDTH-1 : 0] : o_data ;
			pc_pass <= 1;
			if (rst)
				o_vld <= 0;
			else if (non_pc_sample_time) 
				o_vld <= 1;
			else if (i_rdy&&o_vld)
				o_vld <= 0;
		end
		"EVEN": begin
			o_data <= pc_sample_time ? rx_data[DATA_WIDTH-1 : 0] : o_data ;
			pc_pass <= pc_sample_time ? ~(^rx_data) : pc_pass;
			if (rst) 
				o_vld <= 0;
			else if (pc_sample_time) 
				o_vld <= 1;
			else if (i_rdy&&o_vld) 
				o_vld <= 0;
		end
		"ODD": begin
			o_data <= pc_sample_time ? rx_data[DATA_WIDTH-1 : 0] : o_data ;
			pc_pass <= pc_sample_time ? (^rx_data) : pc_pass;
			if (rst) 
				o_vld <= 0;
			else if (pc_sample_time) 
				o_vld <= 1;
			else if (i_rdy&&o_vld) 
				o_vld <= 0;
		end
	endcase
end
endmodule
```
**run.sh**
```bash
#!/bin/bash
# OpenROAD 26Q1-2900-gdf79404cd8, Yosys 0.63+post, stock flow scripts
make -C /OpenROAD-flow-scripts/flow DESIGN_CONFIG=/design/flow/config.mk WORK_HOME=/design/flow/orfs finish
```
==> summary.txt <==
The flow completed. Setup repair after global routing left no endpoint under its margin. Cell area after layout landed at 1970 µm². Synthesized area per cell landed at 11.5 µm². In the final layout, the fill cell count is 864. The first global-routing pass estimated 4200 µm of wire. The number of antenna violations at the first check in global routing came to 0. Fraction of layout cells with a size suffix above 1 landed at 0.0926. The first detailed-routing pass took 4 iterations. The area fraction of the largest cell type after synthesis is 0.289. Clock skew on the completed layout was measured at 0.00453 ns. Period utilization landed at 0.641.

Die height landed at 111 µm. Final hold analysis gives a worst-case slack of 0.423 ns. Grouping stages by cell kind, the critical path spends the most delay in simple AND/OR/NAND/NOR gates. Overall power landed at 832 µW. Count of vias placed by the detailed router landed at 985. Number of enable-type register cells in the synthesized netlist landed at 16.

Synthesis inferred 40 register bits. The worst setup path is launched from a register. Mean routed wirelength per cell landed at 9.26 µm. Number of cells on the worst reg-to-reg path landed at 4. Critical path depth landed at 4. Maximum frequency from static timing analysis landed at 473 MHz. Core area landed at 8130 µm².

At the pin with the least slew margin, the transition time is 0.745 ns. The slowest stage of the critical path belongs to the cell o21ai_0. The via count of the first global-routing pass is 936. Later-pin clock latency in the skew report landed at 0.28 ns. dfxtp_1 is the most common cell in the netlist. For this configuration, the core starts out at a cell density of 0.204. In the synthesized netlist, the cells that appear most often are dfxtp_1, edfxtp_1, nor2_1, nand2_1, inv_1. Die width landed at 111 µm. Largest vdd supply drop landed at 0.130 mV. The flow ran to the end, and the final reports show no timing, DRC or antenna violations.

STA lists the maximum fanout along the critical path as 10. Per the synthesis report, the dominant area consumer among library cells is dfxtp_1. In this run the full chip footprint comes out at 12300 µm². STA classifies the critical path endpoint as a register. The worst hold path passes through 0 cells. Chip area from the yosys synthesis statistics landed at 1660 µm².

Global-route usage over all layers landed at 0.0390. Nets still carrying antenna violations after routing amount to 0. In the CTS report, the clock slew at the register clock pins of the worst setup and hold paths is listed as 0.07 ns. The clock net in this run drives a total of 40 sinks. Post-CTS repair changed the size of 0 cells. Per the CTS log, the buffer count on the longest clock path is 2. Synthesized netlist cell count landed at 145. Leftover overflow at the end of global routing landed at 0. In the final report, the number of pins over their slew limit comes to 0. For this design, Yosys synthesis ends with a cell count of 145. Register area share after synthesis landed at 0.579.

Standard-cell row count landed at 33. Final antenna diode count landed at 0. Per the detail_route report, vias per standard cell equal 3.69. The critical path is of the reg2reg type. Across all stage logs, warnings added up to 29.

Counting flops with an async set or reset pin after synthesis yields a share of 0. Per the placement log, port buffering inserted 12 buffers. Final number of setup-violating endpoints landed at 0. Shortest period the worst path allows landed at 2.12 ns. Detailed placement reports a standard cell area of 1890 µm².

Routability congestion estimate from global placement landed at 0.800. Initial DRC count landed at 65. TritonCTS built the clock tree. Between the synthesized netlist and the finished layout, the area growth was recorded as 18.5%. Required time at the endpoint of the critical path landed at 3.44 ns. Register-to-register path setup slack landed at 1.18 ns. Area of the mapped netlist landed at 1660 µm². Half-perimeter wire length of the detailed placement result landed at 1850 µm. The report counts max-capacitance violations totalling 0. Number of buffers inserted for hold repair after clock tree synthesis landed at 0. Wire length after detailed routing landed at 2470 µm. The script reports the combined buffer and inverter count of the critical path as 0. By area the synthesized netlist is led by dfxtp_1, edfxtp_1, ha_1. The final timing report lists a hold violation count of 0. The netlist uses 34 different library cells. Delay of the slowest cell on the worst path landed at 0.65 ns. The root buffer cell chosen for the clock tree is clkbuf_8. The signal on the critical path passes through nor4_4 -> nand4_4 -> o21ai_0 -> nor2_1.

Number of warnings printed during yosys synthesis landed at 0. Looking at the clock tree report, the H-tree level count equals 2. For this design the static power due to leakage is 0.000700 µW.

Note that the worst hold path type here is reg2reg. Measured against its own limit, the worst slew margin works out to 0.498. Counting the buffers created by CTS gives 5. The commonest register cell is dfxtp_1.

Per the repair_timing log after CTS, setup buffers inserted total 0. Sum of negative setup slack landed at 0 ns. Entering global routing, the biggest net connects 13 pins. Power spread over the standard cell area amounts to 423 nW/µm². Endpoint arrival time on the critical path landed at 2.26 ns. For this design the top-level I/O count stands at 14. Number of DRC violations after detailed routing landed at 0.
## cell families (layout without fill, tap and decap cells)
| kind of cell | after synthesis | count (layout) | share of synthesized area |
|---|---|---|---|
| AOI/OAI and AO/OA | 12 | 12 | 0.0422 |
| xor gates and xnor gates | 10 | 10 | 0.0528 |
| and+or+nand+nor | 55 | 55 | 0.194 |
| muxes | 2 | 2 | 0.0121 |
| other | 1 | 1 | 0.00226 |
| DFF | 40 | 40 | 0.579 |
| adders and majority gates | 9 | 9 | 0.0723 |
| buffers and inverters | 16 | 33 | 0.0452 |
## power breakdown
part,switching (µW),internal [µW],total [µW]
Clock,156,143,299
Combinational,9.66,9.55,19.2
Sequential,1.61,512,514
Total,167,665,832
## cell type report
type	count	area, µm²	area share
clock inverter	3	13.8	0.00699
multi-input combinational	89	624	0.317
tap	105	131	0.0668
sequential	40	961	0.488
timing repair buffer	12	120	0.0610
clock buffer	5	68.8	0.0350
inverter	13	48.8	0.0248
## stage by stage
step	utilization	instances	worst slack (ns)
floorplan	-	145	1.52
global placement	0.232	259	1.11
detailed placement	0.232	259	1.10
CTS	0.242	267	1.16
global route	0.242	267	1.01
finish	0.242	267	1.18
## metal layers
metal,GRT usage,routed length [µm],share of wire,vias to the layer above
li1,-,-,-,523
met1,0.0536,1260,0.51,443
met2,0.0578,999,0.40,14
met3,0.0126,138,0.056,5
met4,0.0113,74,0.030,0
met5,0,0,0,-
## sequential cells by signal (all words and copies together) (netlist names)
| name | flops |
|---|---|
| non_pc_data_cnter | 4 |
| non_pc_sample_time | 1 |
| o_data | 8 |
| o_vld | 1 |
| rx_buffer | 4 |
| rx_data | 8 |
| rx_fsm | 1 |
| signal_bit_cnter | 13 |
## path summary, 6_finish.rpt
path	startpoint	to
max reg2reg	signal_bit_cnter[5]$_SDFF_PP0_	signal_bit_cnter[11]$_SDFF_PP0_
min	rx_data[0]$_DFFE_PP_	o_data[0]$_DFFE_PP_
min reg2reg	rx_data[0]$_DFFE_PP_	o_data[0]$_DFFE_PP_
max	signal_bit_cnter[5]$_SDFF_PP0_	signal_bit_cnter[11]$_SDFF_PP0_
## layout by cell type, fill, tap and decap left out, drive strengths merged, types with 2 or more instances in the layout
cell type | Yosys | layout
or2 | 4 | 4
nand4 | 4 | 4
xor2 | 8 | 8
o211ai | 2 | 2
nand2 | 14 | 14
xnor2 | 2 | 2
nor3 | 2 | 2
ha | 8 | 8
or4 | 2 | 2
nor4 | 3 | 3
clkdlybuf4s50 | 0 | 12
a21oi | 5 | 5
edfxtp | 16 | 16
o21ai | 3 | 3
clkbuf | 0 | 5
inv | 13 | 13
nand4b | 2 | 2
dfxtp | 24 | 24
clkinv | 0 | 3
nand3 | 3 | 3
mux2i | 2 | 2
nor2 | 15 | 15
## worst register-to-register path: cells and delay by family, from the launching register on
kind               cells  cell delay (ns)
DFF                    1             0.35
and+or+nand+nor        3             0.97
AOI/OAI and AO/OA      1             0.65
No activity file was given, so power comes from the tool's default toggle rates.
