--- config.mk ---
export PLATFORM = sky130hd
export DESIGN_NAME = uart_tx
export DESIGN_NICKNAME = uart_tx
export VERILOG_FILES = /design/flow/design.v
export SDC_FILE = /design/flow/constraint.sdc
export NUM_CORES = 4
export LEC_CHECK = 1
export CORE_AREA = 10 10 113 113
export DIE_AREA = 0 0 123 123
export SYNTH_HDL_FRONTEND = slang
--- constraint.sdc ---
current_design uart_tx

set clk_period 4.3
set clk_io_pct 0.2

create_clock -name clk0 -period $clk_period [get_ports {clk}]

set non_clock_inputs [all_inputs -no_clocks]
set_input_delay [expr $clk_period * $clk_io_pct] -clock clk0 $non_clock_inputs
set_output_delay [expr $clk_period * $clk_io_pct] -clock clk0 [all_outputs]
--- design.v ---
module uart_tx#(
	parameter DATA_WIDTH   = 8        ,
	parameter PARITY_CHECK = "NONE"   ,
	parameter CLK_FREQ     = 50000000 ,
	parameter STOP_BITS = 1,
	parameter BAUD_RATE    = 9600
)(
     input                          clk    ,
     input                          rst    ,
     input                          i_vld  ,
     input    [DATA_WIDTH-1 : 0]    i_data ,
    output                          o_rdy  ,
    output    reg                   tx
) ;
initial begin
	assert(PARITY_CHECK == "NONE" || PARITY_CHECK == "ODD" || PARITY_CHECK == "EVEN") else
	$fatal(1,"Input error in parity check method");
	assert(CLK_FREQ/BAUD_RATE >= 16) else
	$fatal(1,"the CLK_FREQ must be 16 times larger than BAUD_RATE");
	assert(DATA_WIDTH >= 2)	else 
	$fatal(1,"The bit width of the data must be reasonable.");
	assert(DATA_WIDTH <= 8)	else
	$warning("The bit width of the data seems too long.");
	assert(STOP_BITS >= 1)	else 
	$fatal(1,"Too few Stop Bits");
	assert(STOP_BITS <= 2) else
	$fatal(1, "Too many stop Bits");
end
reg    [DATA_WIDTH+STOP_BITS : 0]    non_pc_data  = '1 ;
reg    [DATA_WIDTH+STOP_BITS+1 : 0]    odd_pc_data  = '1 ;
reg    [DATA_WIDTH+STOP_BITS+1 : 0]    even_pc_data = '1 ;
reg    [$clog2(CLK_FREQ/BAUD_RATE)-1 : 0]    signal_bit_cnter = CLK_FREQ/BAUD_RATE - 2 ;
reg    [$clog2(DATA_WIDTH+STOP_BITS+1)-1     : 0]    non_pc_data_cnter ;
reg    [$clog2(DATA_WIDTH+STOP_BITS+2)-1     : 0]    pc_data_cnter     ;
reg    tx_fsm = '0 ;  
assign o_rdy = ~tx_fsm;
always_ff @(posedge clk) begin
	if (rst)
		tx_fsm <= 0 ;
	else if (o_rdy&&i_vld) 
		tx_fsm <= 1 ;
	else if (tx_fsm == 1) 
		case(PARITY_CHECK)
			"NONE"  : tx_fsm <= !((non_pc_data_cnter == DATA_WIDTH+STOP_BITS) && (signal_bit_cnter == 0));
			default : tx_fsm <= !((pc_data_cnter     == DATA_WIDTH+STOP_BITS+1) && (signal_bit_cnter == 0));
		endcase
end
always_ff @(posedge clk) 
	if (rst) begin
		non_pc_data  <= '1 ;
		odd_pc_data  <= '1 ;
		even_pc_data <= '1 ;
	end else if (o_rdy&&i_vld) begin
		non_pc_data  <= { {(STOP_BITS){1'b1}}             ,i_data ,1'b0 } ;
		odd_pc_data  <= { {(STOP_BITS){1'b1}}, !(^i_data) ,i_data ,1'b0 } ;
		even_pc_data <= { {(STOP_BITS){1'b1}}, ^i_data    ,i_data ,1'b0 } ;
	end else if (signal_bit_cnter == 0) begin
		odd_pc_data  <= {{(STOP_BITS){1'b1}}, odd_pc_data[DATA_WIDTH+2  : 1] } ;
		even_pc_data <= {{(STOP_BITS){1'b1}}, even_pc_data[DATA_WIDTH+2 : 1] } ;
		non_pc_data  <= {{(STOP_BITS){1'b1}}, non_pc_data[DATA_WIDTH+1  : 1] } ;
	end 
always_ff @(posedge clk) begin
	if (rst)
		signal_bit_cnter <= CLK_FREQ/BAUD_RATE - 1;
	else if (tx_fsm) 
		signal_bit_cnter <= signal_bit_cnter == 0 ? CLK_FREQ/BAUD_RATE - 1 : signal_bit_cnter - 1;
	else if (!tx_fsm)
		signal_bit_cnter <= CLK_FREQ/BAUD_RATE - 2;
	if (rst) begin
		non_pc_data_cnter <= 0;
		pc_data_cnter <= 0;
	end else if (tx_fsm) begin
		non_pc_data_cnter <= signal_bit_cnter == 0 ? non_pc_data_cnter + 1 : non_pc_data_cnter;
		pc_data_cnter <= signal_bit_cnter == 0 ? pc_data_cnter + 1 : pc_data_cnter;
	end else if (!tx_fsm) begin
		non_pc_data_cnter <= 0;
		pc_data_cnter <= 0;
	end
end 
always_ff @(posedge clk) begin
	case (PARITY_CHECK)
		"NONE" : tx <= i_vld && o_rdy ? '0 : non_pc_data[0]  ;
		"ODD"  : tx <= i_vld && o_rdy ? '0 : odd_pc_data[0]  ;
		"EVEN" : tx <= i_vld && o_rdy ? '0 : even_pc_data[0] ;
	endcase
end
endmodule
--- run.sh ---
#!/bin/bash
# OpenROAD 26Q1-2900-gdf79404cd8, Yosys 0.63+post, stock flow scripts
make -C /OpenROAD-flow-scripts/flow DESIGN_CONFIG=/design/flow/config.mk WORK_HOME=/design/flow/orfs finish
==> results.toml <==
# yosys + openroad results
[power]
leakage_nw = 0.530
power.total_mw = 0.469
pwr_density_cell_nw_per_um2 = 291
power.ir.vdd_worst_mv = 0.231

[drt]
detail_route.wirelength_um = 2410
detail_route.iter0.violations = 46
detail_route.drc_violations = 0
routed_len_inst_um = 8.43
vias = 997
drtAntennaViolNets = 0
drt-pass1-iter-count = 4
diodes = 0
post_drt_via_cell_ratio = 3.49

[clock_tree]
cts.htree.levels = 1
insertion_delay_ns = 0.27
clk_root_buffer_cell = "clkbuf_8"
cts-root-to-sink-buffers = 2
tritoncts_clock_tree = "yes"
clock_slew_at_the_register_clock_pins_of_the_worst_setup_and_hold_paths_ns = 0.09
post_cts.repair.setup_buffers = 0
postCtsResizedCells = 0
clock_sinks = 28
hold_buffers = 0
cts_buffers = 3

[logic_synthesis]
synth.lib_cells_used.distinct = 38
syn-cell-area_um2 = 1310
top_cell = "dfxtp_1"
seq_area_frac_synth_pct = 42.9
synth_chip_area_um2 = 1310
flop_cell = "dfxtp_1"
yosysTopAreaCell = "dfxtp_1"
synth_stat.cells = 141
yosys_warnings = 0
top_area_cell_share_pct = 42.9
postSynth.asyncResetShare_pct = 0
synth-edff-count = 0
gate_count_of_the_mapped_netlist = 141
ys_top_cells_by_area = "dfxtp_1 43%, nor2_1 5.2%, a221oi_2 4.6%, nor3_1 3.8%, xnor2_1 3.3%"
netlist_top_cells_count = "28 x dfxtp_1, 18 x nor2_1, 10 x nor3_1"
synth_area_per_cell_um2 = 9.27
synth.ff_latch_count = 28

[global_route]
use_met2_pct = 4.72
grt_antenna_before_repair = 0
grt_util_met3_pct = 1.11
grt_overflow_total = 0
grt_first_pass_wirelength_um = 3960
grt_start_max_net_pins = 22
global_route_total_usage_across_every_layer_pct = 3.03
gr-usage-met1_pct = 4.22
first_global_vias = 922
grt_busiest_layer = "met2"

[worst_setup_path]
reg2reg_depth = 6
worstSetupPathType = "in -> reg"
worst_setup_path_startpoint = "rst"
critPathMaxFanout = 21
worstSetupEndpointType = "flop"
required_ns = 4.51
critical_register_to_register_path_endpoint = "non_pc_data_cnter[3]"
critPathArrivalTime_ns = 2.37
worstSetupStartpointType = "input pin"
worst-r2r-setup-slack_ns = 2.34
critical_path.reg2reg.startpoint = "signal_bit_cnter[0]"

[finish]
areaGrowthSynthToFinish_pct = 23.2
fillCellCount = 1148
final_layout_size_suffix_gt1_share_pct = 12.0

[final_timing]
hold_viol_final = 0
clock-skew-final_ns = 0.00129
setup_viol = 0
fin_crit_sh_pct = 50.1
slew_limit_headroom_pct = 55.9
tightest_slew_ns = 0.660
tns_ns = 0
grt_setup_unrepaired = "false"
post-route-min-period_ns = 2.16
fmaxAchievable_mhz = 464
final_slew_viol_count = 0

[die]
num_io_pins = 13
initCoreUtil_pct = 12.7
chipWidth_um = 123
core-area_um2 = 10300
placement_rows = 37
die_y_um = 123
die_area_um2 = 15100

[worst_hold_path]
hold_depth = 1
worst_hold_path_type = "reg -> reg"
hp-start = "non_pc_data[0]"
min_to = "tx"

[placement]
port-buffer-count = 12
place.gp.congestion = 0.746
post-dp-hpwl_um = 1730

[run]
max-cap-violations = 0
stage_log_warnings = 26

[outcome]
status = "complete, no violations"
[cells by family (layout without fill, tap and decap cells)]
logic type                 Yosys count  after routing  share of synthesized area (%)
DFF                                 28             28                           42.9
and+or+nand+nor                     69             69                           31.8
AOI/OAI and AO/OA                   21             21                           12.9
buffers and inverters               12             21                           4.21
adders and majority gates            3              3                           2.87
xor gates and xnor gates             8              8                           5.36
[layout make-up]
class,count,area [µm²],area share (%)
clock buffer,3,41.3,2.56
multi-input combinational,101,692,43.0
inverter,5,18.8,1.17
timing repair buffer,13,128,7.93
sequential,28,561,34.8
tap,136,170,10.6
[power by group]
part	total, mW	leakage (nW)	internal [mW]	switching [mW]
Combinational	0.0546	0.280	0.0277	0.0270
Sequential	0.276	0.229	0.271	0.00538
Clock	0.138	0.0216	0.0628	0.0754
[placed cells by master, fill, tap and decap left out, types with 5 or more instances in the layout]
| cell type | n |
|---|---|
| dfxtp_1 | 28 |
| nor2_1 | 18 |
| clkdlybuf4s50_1 | 12 |
| nor3_1 | 10 |
| o21ai_1 | 6 |
| inv_1 | 5 |
| or3_1 | 5 |
| xnor2_1 | 5 |
| and2_1 | 5 |
[sequential cells by signal, indices dropped and copies added, names as in the netlist]
register / flops
non_pc_data: 9
non_pc_data_cnter: 4
signal_bit_cnter: 13
tx: 1
tx_fsm: 1
[routing by layer]
layer	vias to the layer above	part of all wire (%)
met5	-	0
li1	514	-
met4	0	0.083
met2	20	43
met3	2	4.9
met1	461	52
[worst max path at each step]
stage / endpoint / slack, ns / depth (start not counted)
4_1_cts: signal_bit_cnter[7] / 2.13 / 4
5_1_grt: signal_bit_cnter[3] / 2.01 / 4
6_report: signal_bit_cnter[7] / 2.14 / 4
[critical path, cell delays in order]
cell             delay, ns
clkdlybuf4s50_1       0.74
nor2_1                0.44
nand2_2               0.19
nor2_1                0.13
[per-stage QoR]
step | worst slack [ns] | instances | hold slack (ns) | util, % | instance area (µm²)
2_1_floorplan | 2.41 | 141 | 0.449 | - | 1310
3_3_place_gp | 1.87 | 283 | 0.466 | 15.2 | 1570
3_5_place_dp | 1.84 | 283 | 0.464 | 15.2 | 1570
4_1_cts | 2.13 | 286 | 0.477 | 15.6 | 1610
5_1_grt | 2.01 | 286 | 0.490 | 15.6 | 1610
6_report | 2.14 | 286 | 0.473 | 15.6 | 1610
No activity file was given, so power comes from the tool's default toggle rates.
